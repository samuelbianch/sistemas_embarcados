===== flow/config.mk =====
export PLATFORM = sky130hd
export DESIGN_NAME = SomadorCompleto8BitsDF
export DESIGN_NICKNAME = SomadorCompleto8BitsDF
export VERILOG_FILES = /design/flow/design.v
export SDC_FILE = /design/flow/constraint.sdc
export NUM_CORES = 4
export LEC_CHECK = 1
export CORE_AREA = 10 10 70 70
export DIE_AREA = 0 0 80 80

===== flow/constraint.sdc =====
current_design SomadorCompleto8BitsDF

set clk_period 4.2
set clk_io_pct 0.2

create_clock -name clk0 -period $clk_period

set non_clock_inputs [all_inputs -no_clocks]
set_input_delay [expr $clk_period * $clk_io_pct] -clock clk0 $non_clock_inputs
set_output_delay [expr $clk_period * $clk_io_pct] -clock clk0 [all_outputs]

===== flow/design.v =====
module SomadorCompleto8BitsDF(
    input [7:0] x,
    input [7:0] y,
    input Cin,
    output [7:0] A,
    output Cout
);
wire [7:0] sum;
wire [7:0] carry;
assign sum = x + y + Cin;
assign Cout = carry[7];
assign A = sum;
endmodule

===== flow/run.sh =====
#!/bin/bash
# OpenROAD 26Q1-2900-gdf79404cd8, Yosys 0.63+post, stock flow scripts
make -C /OpenROAD-flow-scripts/flow DESIGN_CONFIG=/design/flow/config.mk WORK_HOME=/design/flow/orfs finish

==> Slide: Implementation Results <==
Physical Implementation Snapshot

Job
  • Maxcap violations: 0
  • OpenROAD warnings: 32

Logic synthesis
  • Mapped Cells: 45
  • Top area contributor share: 0.211
  • Top cells by area: ha_1 21%, fa_1 11%, a21oi_1 7.0%
  • Post-synthesis cell area: 357 sq um
  • Unique masters post-synth: 25
  • Ys cells: 45
  • Synth warnings: 1
  • Yosys chip area: 357 sq um
  • Top-count cell post-synth: ha_1
  • Avg Cell Area, Syn: 7.92 sq um
  • Top cells by count: 6 x ha_1, 5 x a21oi_1, 5 x inv_1
  • Synth area leader: ha_1
  • Post-synthesis sequential area ratio: 0

STA
  • Highest clock rate: 248 MHz
  • RSZ-0062 raised after global routing: false
  • Final Max Slew Viols: 0
  • Setup_tns: 0 ns
  • Tcrit/Tclk final: 0.960
  • Minimum clock period: 4.03 ns
  • Worst hold slack: 2.76 ns
  • Setup violators final: 0
  • Final Hold Vio Count: 0

Pwr
  • Pint: 0.0601 mW
  • Switching Fraction: 0.345
  • Power per Cell Area: 139 nW/um^2
  • Register share of total power: 0
  • Worst vdd ir: 46.5 uV
  • Combinational share of power: 1.000
  • Leak: 0.252 nW
  • Power share of the clock group: 0
  • Psw: 0.0317 mW

Placement
  • Placed wire-length estimate: 1.06 mm
  • Port Buffers: 25
  • Final RePlAce weighted congestion: 0.728

Setup path
  • CP top delay family: buffers and inverters
  • CP most frequent cell: clkdlybuf4s50_1
  • Worst EP arrival: 3.19 ns
  • Critical path fanouts, max: 3
  • Crit. End Element: primary output
  • Crit path launch type: primary input
  • CP Cell Sequence: clkdlybuf4s50_1, fa_1, inv_1, fa_2, nor2b_4, o31a_1, o311ai_1, clkdlybuf4s50_1
  • Worst path required time: 3.36 ns
  • Buffers and inverters on the worst path: 3
  • Slowest stage cell, crit path: clkdlybuf4s50_1
  • Crit path kind: primary input to primary output
  • CP max stage delay: 0.53 ns

Route
  • # DRC: 0
  • Via Count: 409
  • Wire length per cell: 9.90 microns
  • Overall routed net length: 1.14 mm
  • Iteration-0 DRC count of the detailed router: 8
  • ANT nets after route: 0
  • Vias per cell: 3.56
  • First-pass DRT Iterations: 4
  • Diodes inserted: 0

Min path
  • Min-delay worst type: primary input to primary output
  • Hold path cells: 3
  • Min-delay src: Cin
  • Hold Path Sink: A[0]

Global routing
  • Largest net degree at the start of global routing: 8
  • First-pass GRT wire length: 1.97 mm
  • Remaining global-route overflow: 0
  • Vias in the first global route: 432
  • Antenna violations before repair: 0
  • Gr usage total: 0.0366

Die
  • Initial core utilization: 0.104
  • Core Area: 3420 sq um
  • Total die size: 6400 sq um
  • Die Y: 80 microns
  • Row Count: 21
  • Die Span X: 80 microns
  • # IOs: 26

Clock network
  • Hold_buf cts: 0
  • Post-CTS setup repair buffer count: 0
  • Resized Gates After CTS: 0

Final layout
  • Layout cells sized above 1: 0.0290
  • Area grow syn2layout: 84.9%
  • Sequential cell area: 0 sq um
  • Layout clock buffers: 0
  • Flops: 0

Status
  • Status: completed
==> cells in the final DEF, fill, tap and decap left out, types with 2 or more instances in the layout <==
cell and n:
clkdlybuf4s50_1 25, ha_1 6, inv_1 5, a21oi_1 5
o211ai_1 3, xor2_1 2, nor2b_1 2, o21ai_0 2
xnor2_1 2
==> routing by layer <==
layer  track usage  wire [microns]
met5             0               0
met2        0.0674             597
met1        0.0451             473
met4             0               0
met3       0.00682              68
==> how the worst max path moves through the flow <==
| stage | from | end | slack, ns | depth (start not counted) |
|---|---|---|---|---|
| final | y[0] | A[6] | 0.17 | 8 |
| after global routing | y[0] | A[6] | 0.02 | 8 |
| after CTS | y[0] | A[6] | 0.13 | 8 |
==> through the flow <==
stage	total power [mW]	setup WS [ns]	instance area [sq um]	utilization	instances
after floorplan	0.0393	1.29	357	-	45
after global placement	0.0929	0.178	657	0.192	115
after detailed placement	0.0932	0.162	657	0.192	115
after CTS	0.0939	0.134	657	0.192	115
after global routing	0.104	0.0171	659	0.193	115
final	0.0918	0.168	659	0.193	115
==> power groups by stage <==
stage	registers [mW]	clock network, mW	logic, mW
6_report	0	0	0.0918
5_1_grt	0	0	0.104
4_1_cts	0	0	0.0939
==> cell families after synthesis <==
logic type / synth area share
buf+inv: 0.0737
fa+ha+maj: 0.323
xor+xnor: 0.0983
simple gates: 0.147
compound gates: 0.347
other cells: 0.0105
==> cell type report <==
class	count	area (sq um)
Fill cell	395	2760
Inverter	5	18.8
Multi-Input combinational cell	39	333
Tap cell	46	57.6
Timing Repair Buffer	25	250
No activity file was given, so power comes from the tool's default toggle rates.
