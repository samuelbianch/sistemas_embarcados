**design/flow/design.v**
```verilog
module SomadorCompleto8Bits(
    input [7:0] x,
    input [7:0] y,
    input Cin,
    output reg [7:0] A,
    output reg Cout
);
reg [7:0] sum;
reg [7:0] carry;
always @(x, y, Cin) begin
  sum = x + y + Cin;
  Cout = carry[7];
  A = sum;
end
endmodule
```
**design/flow/run.sh**
```bash
#!/bin/bash
# OpenROAD 26Q1-2900-gdf79404cd8, Yosys 0.63+post, stock flow scripts
make -C /OpenROAD-flow-scripts/flow DESIGN_CONFIG=/design/flow/config.mk WORK_HOME=/design/flow/orfs finish
```
**design/flow/config.mk**
```make
export PLATFORM = sky130hd
export DESIGN_NAME = SomadorCompleto8Bits
export DESIGN_NICKNAME = SomadorCompleto8Bits
export VERILOG_FILES = /design/flow/design.v
export SDC_FILE = /design/flow/constraint.sdc
export NUM_CORES = 4
export LEC_CHECK = 1
export CORE_AREA = 10 10 70 70
export DIE_AREA = 0 0 80 80
```
**design/flow/constraint.sdc**
```tcl
current_design SomadorCompleto8Bits

set clk_period 7.0
set clk_io_pct 0.2

create_clock -name clk0 -period $clk_period

set non_clock_inputs [all_inputs -no_clocks]
set_input_delay [expr $clk_period * $clk_io_pct] -clock clk0 $non_clock_inputs
set_output_delay [expr $clk_period * $clk_io_pct] -clock clk0 [all_outputs]
```
==> run summary <==
run results: Logic family by area=AND-OR/OR-AND gates, Port-buffer cells=25, Crit-path slowest cell=clkdlybuf4s50_1, first-pass GRT wire length=1970 um, Synth top cells by count=6 x ha_1, 5 x a21oi_1, 5 x inv_1, Adder Area Share=0.323, CP Data Arrival Time=3.77 ns, leading post-synthesis cells by cell area=ha_1 21%, fa_1 11%, a21oi_1 7.0%, all-layer global routing usage=0.0366, GR Overflow Total=0, Startpoint Class=input pin, Die Y=80 um, register area=0 um2, CP peak stage delay=0.53 ns, Synth Cell Area=357 um2, Vias/cell=3.56, hold endpoint=A[0], DIE AREA=6400 um2, post-DR wirelength/cell=9.90 um, Setup Crit Path Kind=input pin to primary output, worst hold path class=input pin to primary output, aggregate negative setup slack=0 ns, Yosys Chip Area=357 um2, Setup violations, final=0, logic area=330 um2, vias in the first global route=432, clock buffers=0, Mean Syn Cell Area=7.92 um2, Routability Congestion=0.728, fp util=0.104, Layout area overhead=84.2%, Cells after Synth=45, RSZ-0062 raised after global routing=false, seq_cells=0, pwr dens=83.5 nW/um2, Basic Gates by Area=0.147, Hold Fails Final Rpt=0, layout cells sized above 1=0.0145, most numerous cell in the Yosys netlist=ha_1, Max rail drop VDD=0.0279 mV, min Tclk post-route=5.17 ns, post-synth top area cell=ha_1, max_cap viols=0, DR iter-0 viols=3, fin cells=115, Yosys cell types=25, Max Fclk=0.193 GHz, crit path cell chain=clkdlybuf4s50_1 > fa_1 > inv_1 > fa_1 > nor2b_4 > o31a_1 > o311ai_1 > clkdlybuf4s50_1, Fill cells=395, tool warnings=32, antenna violations before repair=0, FP Rows=21, setup bufs post-CTS=0, post-route ant nets=0, Hold Path Depth=3, Max Slew Vio Count=0, CORE AREA=3420 um2, yosys aoi share=0.347, hpwl dp=1060 um, outcome=finished clean, vias=409, Post-CTS Hold Fix Bufs=0, Final Cycle Share=0.739, Worst Path Max Fanout=3, io pins=26, placed cells=115, Remaining DRCs=0, leakage=0.253 nW, Worst Min Path Start=Cin, mux share=0, Top cell area share=0.211, post-CTS sizing=0, crit end category=primary output, Chip Width=80 um, ANT cells=0, sequential share of the synthesized area=0, largest net degree at the start of global routing=8, 1st-pass router iterations=4, Routed Wire Length=1140 um, yosys cell count=45, Synth Warn #=2, CP Data Required Time=5.60 ns, XORs/XNORs by Area=0.0982
## cells by family after synthesis
family | Yosys count
AOI/OAI and AO/OA | 18
adders and majority gates | 8
and+or+nand+nor | 8
buffers and inverters | 6
xor gates and xnor gates | 4
other | 1
## through the flow
step	utilization	setup slack [ns]	total power, W	cell area (um2)	hold slack, ns
3_5_place_dp	0.192	1.84	0.0000559	657	3.89
4_1_cts	0.192	1.81	0.0000563	657	3.89
3_3_place_gp	0.192	1.86	0.0000557	657	3.89
5_1_grt	0.192	1.67	0.0000620	657	3.91
6_report	0.192	1.83	0.0000548	657	3.88
2_1_floorplan	-	2.97	0.0000236	357	2.90
## placed cells by master, fill, tap and decap left out, types with 2 or more instances in the layout
cell type         n
o21ai_0           2
clkdlybuf4s50_1  25
nor2b_1           2
xnor2_1           2
inv_1             5
o211ai_1          3
ha_1              6
fa_1              2
a21oi_1           5
xor2_1            2
## per-layer routing
layer	vias to the layer above	track usage	wire, um
met5	-	0	0
met4	0	0	0
met3	0	0.00682	68
met2	12	0.0674	597
met1	183	0.0451	473
li1	214	-	-
## critical path, delay by kind of cell
kind / cells / cell delay, ns
buf+inv: 3 / 1.05
fa+ha+maj: 2 / 0.73
compound gates: 2 / 0.52
simple gates: 1 / 0.06
## area by class of cell
type / count / area share
multi-input combinational: 39 / 0.503
timing repair buffer: 25 / 0.381
tap: 46 / 0.0876
inverter: 5 / 0.0286
## how the worst max path moves through the flow
stage         start  depth (start not counted)  slack [ns]    to
finish         y[0]                          8        1.83  A[6]
global route   y[0]                          8        1.67  A[6]
CTS            y[0]                          8        1.81  A[6]
## power by group
part	total (W)	leakage (nW)	internal, W	switching (W)
Combinational	0.0000548	0.253	0.0000359	0.0000189
Clock	0	0	0	0
Sequential	0	0	0	0
Total	0.0000548	0.253	0.0000359	0.0000189
Power is estimated from default activity; no workload was simulated.
